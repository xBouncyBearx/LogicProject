--- flow/run.sh ---
#!/bin/bash
# OpenROAD 26Q1-2900-gdf79404cd8, Yosys 0.63+post, stock flow scripts
make -C /OpenROAD-flow-scripts/flow DESIGN_CONFIG=/design/flow/config.mk WORK_HOME=/design/flow/orfs finish
--- flow/config.mk ---
export PLATFORM = sky130hd
export DESIGN_NAME = fsm2
export DESIGN_NICKNAME = fsm2
export VERILOG_FILES = /design/flow/design.v
export SDC_FILE = /design/flow/constraint.sdc
export NUM_CORES = 4
export LEC_CHECK = 1
export CORE_AREA = 10 10 70 70
export DIE_AREA = 0 0 80 80
--- flow/constraint.sdc ---
current_design fsm2

set clk_period 1.4
set clk_io_pct 0.2

create_clock -name clk0 -period $clk_period [get_ports {clk}]

set non_clock_inputs [all_inputs -no_clocks]
set_input_delay [expr $clk_period * $clk_io_pct] -clock clk0 $non_clock_inputs
set_output_delay [expr $clk_period * $clk_io_pct] -clock clk0 [all_outputs]
--- flow/design.v ---
`timescale 1ns / 1ps
module fsm2(
    input clk,
    input reset,
    input enter,
    input exit,
    input [1:0] exitLocation,
    output reg doorOpen,
    output reg isFull,
    output reg [6:0] Capacity,
    output reg [6:0] nextParking,
    output reg [3:0] state,
    output reg [3:0] CapacityBCD,
    output reg [3:0] nextParkingBCD,
    output reg blinkLED
);
    reg [25:0] blinkCounter;  
    reg [1:0] blinkState;    
    initial begin
        isFull = 1'b0;
        state = 4'b0000;
        doorOpen = 1'b0;
        CapacityBCD = 4'b0100;
        nextParkingBCD = 4'b0001;
        blinkLED = 1'b0;
        blinkCounter = 0;
        blinkState = 0;
    end
    always @(posedge clk or posedge reset) begin
        if (reset) begin
            state <= 4'b0000;
            doorOpen <= 1'b0;
            blinkCounter <= 0;
            blinkState <= 0;
        end else if (~doorOpen) begin  
            if (enter && ~exit) begin
                if (isFull == 1'b0) begin
                    doorOpen <= 1'b1;
                    case(state)
                        4'b0000 : state <= 4'b0001;
                        4'b0001 : state <= 4'b0011;
                        4'b0010 : state <= 4'b0011;
                        4'b0011 : state <= 4'b0111;
                        4'b0100 : state <= 4'b0101;
                        4'b0101 : state <= 4'b0111;
                        4'b0110 : state <= 4'b0111;
                        4'b0111 : state <= 4'b1111;
                        4'b1000 : state <= 4'b1001;
                        4'b1001 : state <= 4'b1011;
                        4'b1010 : state <= 4'b1011;
                        4'b1011 : state <= 4'b1111;
                        4'b1100 : state <= 4'b1101;
                        4'b1101 : state <= 4'b1111;
                        4'b1110 : state <= 4'b1111;
                    endcase
                end
            end else if (exit && ~enter) begin
                case(exitLocation)
                    2'b00 : if(state[0] == 1) begin state[0] = 1'b0; doorOpen <= 1'b1; end
                    2'b01 : if(state[1] == 1) begin state[1] = 1'b0; doorOpen <= 1'b1; end
                    2'b10 : if(state[2] == 1) begin state[2] = 1'b0; doorOpen <= 1'b1; end
                    2'b11 : if(state[3] == 1) begin state[3] = 1'b0; doorOpen <= 1'b1; end
                endcase
            end
        end
    end
    always @(negedge clk) begin
        StateToCapacity(state, CapacityBCD);
        StateToNextParking(state, nextParkingBCD);
		  BCDto7Segment(CapacityBCD, Capacity);
		  BCDto7Segment(nextParkingBCD, nextParking);
        if(state == 4'b1111) isFull <= 1'b1;
        else isFull <= 1'b0;
    end
    task StateToCapacity(
        input [3:0] state,
        output reg [3:0] Capacity
    );
        begin
            Capacity[3] = 1'b0;
            Capacity[2] = ~state[0] & ~state[1] & ~state[2] & ~state[3];
            Capacity[1] = (state[2] & ~state[1] & ~state[0]) | (~state[3] & ~state[1] & state[0]) | (~state[3] & ~state[2] & state[1]) | (~state[3] & state[1] & ~state[0]) | (state[3] & ~state[2] & ~state[1]) | (state[3] & ~state[2] & ~state[0]);
            Capacity[0] = state[0] ^ state[1] ^ state[2] ^ state[3];
        end
    endtask
    task StateToNextParking(
        input [3:0] state,
        output reg [3:0] NextParking
    );
        begin
            NextParking[3] = 1'b0;
            NextParking[2] = state[0] & state[1] & state[2] & ~state[3];
            NextParking[1] = state[0] & (~state[1] | ~state[2]);
            NextParking[0] = ~state[0] | (~state[2] & state[1]);
        end
    endtask
	 	 task BCDto7Segment(
        input [3:0] BCD,
        output reg [6:0] Segments
    );
        begin
            case (BCD)
                4'b0000: Segments <= 7'b0111111;
                4'b0001: Segments <= 7'b0000110;
                4'b0010: Segments <= 7'b1011011;
                4'b0011: Segments <= 7'b1001111;
                4'b0100: Segments <= 7'b1100110;
                default: Segments <= 7'b1001111;
            endcase
        end
    endtask
    always @(posedge clk or posedge reset) begin
        if (reset) begin
            blinkLED <= 1'b0;
            blinkCounter <= 0;
            blinkState <= 0;
        end else if (doorOpen) begin
            if (blinkState < 3) begin  
                if (blinkCounter < 2) begin  
                    blinkCounter <= blinkCounter + 1;
                end else begin
                    blinkCounter <= 0;
                    blinkLED <= ~blinkLED;  
                    if (blinkLED) blinkState <= blinkState + 1;  
                end
            end else begin
                blinkLED <= 1'b0;  
                blinkState <= 0;
                doorOpen <= 1'b0;  
            end
        end else begin
            blinkLED <= 1'b0;
            blinkCounter <= 0;
            blinkState <= 0;
        end
    end
endmodule
==> CHANGELOG.md <==
### Changed

* Lkg Pwr at 0.548 nW
* Synth top cell by count: buf_4
* Fp_density at 0.194
* Failing checks: setup timing
* Core ar. at 3420 sq um
* Critical path startpoint: isFull$_DFF_N_
* Ys cells at 71
* Wire per inst at 11.1 microns
* I/O Pins at 35
* Die H at 80 microns
* Remaining antenna violation count at 0
* Port Buffer Count at 16
* Vias per inst at 3.71
* Area share, top type at 0.212
* DRC violations left at 0
* Largest net degree at the start of global routing at 8
* Die Size at 6400 sq um
* Area leader, netlist: dfxtp_1
* Routability cong. at 0.785
* Ys Warns at 73
* Final setup skew at 0.0796 ns
* Critical path class: reg -> out
* CTS tree: yes
* Vias post-DR at 593
* Max VDD drop at 0.474 mV
* Total GRT Usage at 0.0480
* Synthesized netlist cell count at 71
* Max Cap Viol at 0
* Top cells by area: dfxtp_1 21%, buf_4 20%, dfrtp_1 15%
* Critical Path End Type: output pin
* Pwr per Cell Area at 1710 nW/um^2
* Worst Path Buf+Inv at 1
* CTS sink cnt at 11
* CP delay by family, top: flip-flops
* First-pass GRT wire length at 2660 microns
* Cell Area, Synth at 662 sq um
* Post-synth EDFFs at 0
* Max Buffers Root-to-Sink at 2
* Max Slew Vio Count at 0
* TritonCTS Buffers at 3
* Ratio of cells with drive above 1 in the final layout at 0.430
* Pre-CTS WS at -0.407 ns
* Layout Area Growth over Synthesis at 64.8%
* Die Width at 80 microns
* Worst-path clk slew at 0.06 ns
* Worst-path cell chain: buf_2
* Drt first-iter violations at 27
* Register-to-Register Setup Slack at -0.34 ns
* Avg Cell Area, Syn at 9.32 sq um
* WL final at 1770 microns
* Setup crit start kind: flop
* Area after DPL at 942 sq um
* Final hold viol count at 0
* R2R depth at 4
* RSZ-0062 raised after global routing: true
* Sequential-to-total area share from yosys stat at 0.363
* Synth cell types at 25
* Reg2reg start: state[1]$_DFFE_PP0P_
* Chip Area, Yosys at 662 sq um
* # rows at 21
* Diodes inserted at 0
* CP required at 1.12 ns
* HPWL after DPL at 1340 microns
* Post-CTS Hold Buffers at 0
* H-tree levels at 1
* Critical Path Fanout Max at 2
* Final setup fails at 18
* Log Warnings at 38
* Root Driver: clkbuf_4
* Setup WS post-layout at -0.353 ns
* Antenna violations before repair at 0
* Final instance area at 1090 sq um
* Status: finished, violations left
* Synth async-reset ratio at 0.364
* Detailed Routing Iterations Pass 1 at 4
* Registers, synthesis at 11
* Crit-path max cell delay at 0.34 ns
* CP arrival at 1.47 ns
* Synth cell count leaders: 18 x buf_4, 7 x dfxtp_1, 5 x ha_1, 5 x inv_1
* Synth Flop Type: dfxtp_1
* Vias in the first global route at 669
* Slowest-stage cell, CP: dfxtp_2
* HP Class: in -> async
* Worst skew pair latency at 0.33 ns
* Worst R2R End: CapacityBCD[0]$_DFF_N_
* Grt ovf at 0
## worst max path at each step
stage         endpoint  cells past startpoint
CTS             isFull                      1
global route    isFull                      1
finish          isFull                      1
## where the power goes
part / internal [mW] / leakage, nW / switching, mW / total, mW
registers: 0.440 / 0.110 / 0.0687 / 0.508
clock network: 0.136 / 0.0523 / 0.155 / 0.291
logic: 0.646 / 0.385 / 0.426 / 1.07
total: 1.22 / 0.548 / 0.649 / 1.87
## sequential cells by signal, summed over array words and instances, names as in the netlist
| register | cells |
|---|---|
| state | 4 |
| CapacityBCD | 3 |
| nextParkingBCD | 3 |
| isFull | 1 |
## layout make-up
class                           instances  area (sq um)
Inverter                                4          15.0
Clock inverter                          7          26.3
Multi-Input combinational cell         52           409
Clock buffer                            4          26.3
Sequential cell                        11           244
Tap cell                               46          57.6
Fill cell                             351          2320
Timing Repair Buffer                   36           313
## layer usage
layer  track usage  share of wire  wire (microns)
met5             0              0               0
met4        0.0141          0.019              34
met3        0.0148          0.077             136
met2        0.0843           0.49             867
met1        0.0540           0.41             733
## metrics by stage
step / std cells / hold slack, ns / utilization / total power, mW / TNS (ns)
2_1_floorplan: 88 / 0.0460 / - / 0.920 / -1.46
3_3_place_gp: 147 / 0.478 / 0.276 / 1.44 / -5.11
3_5_place_dp: 147 / 0.482 / 0.276 / 1.44 / -5.12
4_1_cts: 160 / 0.210 / 0.313 / 1.84 / -4.00
5_1_grt: 160 / 0.217 / 0.319 / 2.04 / -4.71
6_report: 160 / 0.209 / 0.319 / 1.87 / -4.01
## placed cells by master (no fill, tap or decap), types with 3 or more instances in the layout
cell type,count
ha_4,3
conb_1,18
inv_1,9
dfxtp_1,5
buf_4,9
clkbuf_4,3
buf_2,7
dfrtp_1,3
dlygate4sd2_1,3
buf_6,11
clkdlybuf4s50_1,5
## cell families after synthesis
family / synth area share
buffers and inverters: 0.248
DFF: 0.363
other: 0.00567
AOI/OAI and AO/OA: 0.144
xor gates and xnor gates: 0.0265
adders and majority gates: 0.0945
and+or+nand+nor: 0.119
## worst register-to-register path, stage by stage, from the launching register on
cell and delay, ns:
dfrtp_1 0.42, inv_2 0.11, ha_4 0.21, xnor2_2 0.13, xnor2_1 0.12
## repair_timing
action | CTS | global route
endpoints found under the setup margin | 22 | 19
setup buffers | 4 | 1
gates resized | 51 | 7
pin swaps | 14 | 5
Power is estimated from default activity; no workload was simulated.
