### design/flow/run.sh
#!/bin/bash
# OpenROAD 26Q1-2900-gdf79404cd8, Yosys 0.63+post, stock flow scripts
make -C /OpenROAD-flow-scripts/flow DESIGN_CONFIG=/design/flow/config.mk WORK_HOME=/design/flow/orfs finish
### design/flow/config.mk
export PLATFORM = sky130hd
export DESIGN_NAME = FSM
export DESIGN_NICKNAME = FSM
export VERILOG_FILES = /design/flow/design.v
export SDC_FILE = /design/flow/constraint.sdc
export NUM_CORES = 4
export LEC_CHECK = 1
export CORE_AREA = 10 10 80 80
export DIE_AREA = 0 0 90 90
### design/flow/constraint.sdc
current_design FSM

set clk_period 2.1
set clk_io_pct 0.2

create_clock -name clk0 -period $clk_period [get_ports {clk}]

set non_clock_inputs [all_inputs -no_clocks]
set_input_delay [expr $clk_period * $clk_io_pct] -clock clk0 $non_clock_inputs
set_output_delay [expr $clk_period * $clk_io_pct] -clock clk0 [all_outputs]
### design/flow/design.v
`timescale 1ns / 1ps
module FSM(
    input clk,
    input reset,
    input enter,
    input exit,
    input [1:0] exitLocation,
    output reg doorOpen,
    output reg isFull,
    output reg [6:0] Capacity,
    output reg [6:0] nextParking,
    output reg [3:0] state,
	 output reg [3:0] CapacityBCD,
	 output reg [3:0] nextParkingBCD
);
    initial begin
        isFull = 1'b0;
        state = 4'b0000;
        doorOpen = 1'b0;
		  CapacityBCD = 4'b0100;
		  nextParkingBCD = 4'b0001;
    end
    always @(posedge clk or posedge reset) begin
        if (reset) begin
            state <= 4'b0000;
            doorOpen <= 1'b0;
        end else if (enter && ~exit) begin
            if (isFull == 1'b0) begin
					 doorOpen <= 1'b1;
                case(state)
                    4'b0000 : state <= 4'b0001;
                    4'b0001 : state <= 4'b0011;
                    4'b0010 : state <= 4'b0011;
                    4'b0011 : state <= 4'b0111;
                    4'b0100 : state <= 4'b0101;
                    4'b0101 : state <= 4'b0111;
                    4'b0110 : state <= 4'b0111;
                    4'b0111 : state <= 4'b1111;
                    4'b1000 : state <= 4'b1001;
                    4'b1001 : state <= 4'b1011;
                    4'b1010 : state <= 4'b1011;
                    4'b1011 : state <= 4'b1111;
                    4'b1100 : state <= 4'b1101;
                    4'b1101 : state <= 4'b1111;
                    4'b1110 : state <= 4'b1111;
                endcase
            end else begin   end
        end else if (exit && ~enter) begin
				case(exitLocation)
						2'b00 : if(state[0] == 1) begin state[0] = 1'b0; doorOpen <= 1'b1;   end
						2'b01 : if(state[1] == 1) begin state[1] = 1'b0; doorOpen <= 1'b1;   end
						2'b10 : if(state[2] == 1) begin state[2] = 1'b0; doorOpen <= 1'b1;   end
						2'b11 : if(state[3] == 1) begin state[3] = 1'b0; doorOpen <= 1'b1;   end
				endcase
		  end
	 end
	 always @(negedge clk) begin
			StateToCapacity (state, CapacityBCD);
			StateToNextParking (state, nextParkingBCD);
			if(state == 4'b1111) isFull <= 1'b1;
			else isFull <= 1'b0;
			doorOpen <= 1'b0;
	 end
	 task StateToCapacity(
        input [3:0] state,
        output reg [3:0] Capacity
    );
        begin
            Capacity[3] = 1'b0;
            Capacity[2] = ~state[0] & ~state[1] & ~state[2] & ~state[3];
            Capacity[1] = (state[2] & ~state[1] & ~state[0]) | (~state[3] & ~state[1] & state[0]) | (~state[3] & ~state[2] & state[1]) | (~state[3] & state[1] & ~state[0]) | (state[3] & ~state[2] & ~state[1]) | (state[3] & ~state[2] & ~state[0]);
            Capacity[0] = state[0] ^ state[1] ^ state[2] ^ state[3];
        end
    endtask
    task StateToNextParking(
        input [3:0] state,
        output reg [3:0] NextParking
    );
        begin
            NextParking[3] = 1'b0;
            NextParking[2] = state[0] & state[1] & state[2] & ~state[3];
            NextParking[1] = state[0] & (~state[1] | ~state[2]);
            NextParking[0] = ~state[0] | (~state[2] & state[1]);
        end
    endtask
	 task BCDto7Segment(
        input [3:0] BCD,
        output reg [6:0] Segments
    );
        begin
            case (BCD)
                4'b0000: Segments <= 7'b0111111;
                4'b0001: Segments <= 7'b0000110;
                4'b0010: Segments <= 7'b1011011;
                4'b0011: Segments <= 7'b1001111;
                4'b0100: Segments <= 7'b1100110;
                default: Segments <= 7'b1001111;
            endcase
        end
    endtask
	 always @(posedge clk or posedge reset) begin
        if (reset) begin
            blinkLED <= 1'b0;
            blinkCounter <= 0;
            blinkState <= 0;
        end else if (doorOpen) begin
            if (blinkState < 3) begin  
                if (blinkCounter < 2) begin  
                    blinkCounter <= blinkCounter + 1;
                end else begin
                    blinkCounter <= 0;
                    blinkLED <= ~blinkLED;  
                    if (blinkLED) blinkState <= blinkState + 1;  
                end
            end else begin
                blinkLED <= 1'b0;  
                blinkState <= 0;
                doorOpen <= 1'b0;  
            end
        end else begin
            blinkLED <= 1'b0;
            blinkCounter <= 0;
            blinkState <= 0;
        end
    end
endmodule
==> deck_impl_summary.md <==
Physical Implementation Snapshot

Status
  • Status: finished with violations
  • Violated checks: negative setup slack

Final timing
  • Final hold viol count: 0
  • RSZ-0062 raised after global routing: true
  • Slew Limit Fails: 0
  • Setup violations, final: 11
  • Hold Slack: 352 ps
  • Setup TNS: -556 ps
  • Clock Skews: 65.3 ps
  • Setup WS post-layout: -84.4 ps

Floorplanning
  • Die H: 90 um
  • IO Pins: 34
  • Chip area: 8100 sq um
  • FP Util: 0.141
  • Row count: 25
  • Die x size: 90 um
  • Core footprint: 4720 sq um

Synthesis
  • Synth Seq Share: 0.360
  • Largest type area fraction: 0.210
  • Distinct lib cells used: 27
  • Asr flop ratio synth: 0.364
  • Cells after Synth: 68
  • Register bit total from synthesis: 11
  • Yosys chip area: 668 sq um
  • Avg Cell Area, Syn: 9.83 sq um
  • Cell with the most instances after synthesis: buf_4
  • YS warnings: 33
  • # Cells Yosys: 68
  • Top cells by area, synth: dfxtp_1 (21%), buf_4 (20%), dfrtp_1 (15%)
  • Post-synth top cells: buf_4 (18), dfxtp_1 (7), inv_1 (6), ha_1 (5), dfrtp_1 (4)
  • Cell area after synthesis: 668 sq um
  • Commonest flop: dfxtp_1
  • Post-synth EDFFs: 0
  • Cell type with the largest total area: dfxtp_1

Final layout
  • Fill count: 506
  • Fin util: 0.211
  • Area Growth Syn to Fin: 49.3%
  • Fraction of layout instances using a drive strength above 1: 0.365
  • Design Area, Final: 997 sq um

Power
  • Switching Power: 406 uW
  • P_int: 817 uW
  • Lkg Pwr: 0.485 nW
  • Peak VDD IR: 0.331 mV
  • Switch share: 0.332
  • Power Density: 1230 nW/um^2
  • Clock power share: 0.212
  • Sequential power share: 0.299
  • Gate power share: 0.489

Flow run
  • Max Cap Viol: 0
  • Tool warnings: 38

Placement
  • DPL Wire Length: 1.37 mm
  • DP Area: 928 sq um
  • Dpl ws: -137 ps
  • PortBufs: 16
  • Routability cong.: 0.788

GRT
  • Number of global-route vias before repair: 570
  • Total track usage: 0.0374
  • Initial antenna violation count: 0
  • Largest net degree at the start of global routing: 8
  • Remaining Overflow, GRT: 0
  • Met2 usage: 0.0648
  • Routing usage on met3: 0.0101
  • First-pass GRT wire length: 2.59 mm
  • Grt peak-use layer: met2
  • Met1 Use GR: 0.0428

Route
  • Via count: 513
  • Wire per inst: 9.39 um
  • Routed wire length: 1.61 mm
  • Drt pass-1 iters: 2
  • # DRC: 0
  • DRT antenna net count: 0
  • Average vias per placed instance: 3.00
  • Diode count: 0
  • Initial drt markers: 38

Critical path
  • Startpoint types: register
  • Crit end category: output pin
  • WP data required: 1680 ps
  • Critical Path AT: 1760 ps
  • Kind of critical path: reg -> out
  • Slowest stage cell, crit path: dfxtp_2
  • Crit-path cells: buf_2
  • CP bufs+invs: 1
  • Family with the most delay on the worst path: flip-flops
  • Critical Path Fanout Max: 2
  • Slowest stage delay, CP: 310 ps

Clock tree
  • CTS Hold Buffers Added: 0
  • Clock H-tree levels: 1
  • CTS root buffer: clkbuf_8
  • Deepest clock path buffer count: 2
  • CTS tree: yes
  • Clock slew at the register clock pins of the worst setup and hold paths: 60 ps
  • Clock Latency Late Sink: 310 ps
  • Total CTS buffers: 3
  • Clock sinks: 11

Hold path
  • Hold Path Class: in -> async
==> sequential cells by signal, summed over array words and instances, names as in the netlist <==
name,count
state,4
nextParkingBCD,3
isFull,1
CapacityBCD,3
==> worst paths after layout <==
kind	start	endpoint	slack [ps]	cells after the start
min in group clk0	state[3]	state[3]	660	2
hold / removal	reset	state[2]	350	2
max in group asynchronous	reset	state[1]	1600	2
setup reg to reg	isFull	state[0]	-60	5
setup / recovery	isFull	isFull	-80	1
hold reg to reg	state[3]	state[3]	660	2
==> area by class of cell <==
cell class                      instances  area [sq um]  share of cell area
Clock buffer                            3          41.3              0.0414
Inverter                                5          18.8              0.0188
Multi-Input combinational cell         48           354               0.355
Tap cell                               67          83.8              0.0841
Clock inverter                          8          31.3              0.0314
Timing Repair Buffer                   29           226               0.227
Sequential cell                        11           241               0.242
==> stage by stage <==
stage	power, mW	cells
5_1_grt	1.34	171
3_3_place_gp	1.02	160
3_5_place_dp	1.01	160
2_1_floorplan	0.681	84
6_report	1.22	171
4_1_cts	1.22	171
==> power groups by stage <==
stage / Combinational [mW] / Clock [mW] / Sequential (mW)
4_1_cts: 0.581 / 0.267 / 0.368
5_1_grt: 0.676 / 0.280 / 0.381
6_report: 0.598 / 0.259 / 0.366
==> metal layers <==
| metal | up-vias | routed length [um] | share of wire |
|---|---|---|---|
| met3 | 2 | 80 | 0.050 |
| li1 | 268 | - | - |
| met4 | 0 | 40 | 0.025 |
| met5 | - | 0 | 0 |
| met2 | 19 | 791 | 0.49 |
| met1 | 224 | 692 | 0.43 |
==> cell families after synthesis <==
| group | after synthesis | synth area share |
|---|---|---|
| AND-OR/OR-AND | 11 | 0.125 |
| AND/OR/NAND/NOR | 12 | 0.120 |
| XOR/XNOR | 2 | 0.0262 |
| other | 1 | 0.00561 |
| flip-flops | 11 | 0.360 |
| buffers and inverters | 25 | 0.253 |
| adder cells (fa/ha/maj) | 6 | 0.110 |
==> repair_timing <==
action / in CTS / in global routing
setup endpoints to repair: 10 / 13
gates resized: 23 / 5
buffers inserted: 1 / 0
pin swaps: 0 / 3
==> cell usage in the layout, fill, tap and decap left out, types with 2 or more instances in the layout <==
| cell type | count |
|---|---|
| dfrtp_1 | 4 |
| ha_1 | 4 |
| conb_1 | 17 |
| clkdlybuf4s50_1 | 9 |
| nor2_1 | 2 |
| clkbuf_8 | 3 |
| buf_2 | 7 |
| buf_4 | 12 |
| inv_2 | 2 |
| a221oi_2 | 2 |
| and3_2 | 2 |
| dfxtp_1 | 6 |
| nor3_1 | 2 |
| xnor2_1 | 2 |
| inv_1 | 10 |
No activity file was given, so power comes from the tool's default toggle rates.
