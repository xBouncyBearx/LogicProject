[design.v]
`timescale 1ns / 1ps
module BlinkerLED(
    input clk,
    output reg doorOpen
);
    parameter COUNT_MAX = 50000000;
    reg [25:0] counter;
    reg [1:0] BlinkCounter;
    always @(posedge clk) begin
        if (BlinkCounter < 3) begin
            if (counter < COUNT_MAX) begin
                counter <= counter + 1'b1;
            end else begin
                counter <= 26'd0;
                doorOpen <= ~doorOpen;
                if (doorOpen == 1'b0) begin
                    BlinkCounter <= BlinkCounter + 1;
                end
            end
        end
    end
endmodule
[run.sh]
#!/bin/bash
# OpenROAD 26Q1-2900-gdf79404cd8, Yosys 0.63+post, stock flow scripts
make -C /OpenROAD-flow-scripts/flow DESIGN_CONFIG=/design/flow/config.mk WORK_HOME=/design/flow/orfs finish
[config.mk]
export PLATFORM = sky130hd
export DESIGN_NAME = BlinkerLED
export DESIGN_NICKNAME = BlinkerLED
export VERILOG_FILES = /design/flow/design.v
export SDC_FILE = /design/flow/constraint.sdc
export NUM_CORES = 4
export LEC_CHECK = 1
export CORE_UTILIZATION = 30
[constraint.sdc]
current_design BlinkerLED

set clk_period 5.3
set clk_io_pct 0.2

create_clock -name clk0 -period $clk_period [get_ports {clk}]

set non_clock_inputs [all_inputs -no_clocks]
set_input_delay [expr $clk_period * $clk_io_pct] -clock clk0 $non_clock_inputs
set_output_delay [expr $clk_period * $clk_io_pct] -clock clk0 [all_outputs]
==> ci_impl_report.md <==
### Yosys + OpenROAD results

| Metric | Value |
|---|---|
| Setup TNS | 0 ns |
| Max-area cell share | roughly 53% |
| Async S/R FF share, synth | 0% |
| Post-synthesis average cell area | 10.8 sq um |
| # H-tree levels | 2 |
| Cell taking the most area after synthesis | edfxtp_1 |
| Cell Area, Synth | 0.00164 sq mm |
| Core ar. | 0.00517 sq mm |
| Die Ht | 76.0 um |
| Seq share, synth | between 50% and 60% |
| CTS tree | yes |
| Critical path class | register to register |
| CP Cell Sequence | ha_1, nand3_1, nor4_1, a31o_2, a22oi_1 |
| Pre-antenna DRT Iters | 4 |
| Critical path required time | around 5.3 ns |
| Buffers added on ports | 1 |
| Total power | 0.416 mW |
| Area added between synthesis and finish | 9.53% |
| Final Hold Violating Endpoints | 0 |
| ANT nets after route | 0 |
| Via density per instance | 5.12 |
| Final WS setup | ~3.1 ns |
| Post-CTS Setup Inserts | 0 |
| Number of flops mapped to enable cells by yosys | 29 |
| Initial antenna violation count | 0 |
| Routed WL per cell | 13.1 um |
| Largest cells by area | edfxtp_1, xnor2_1, a21oi_1 |
| Die x size | 76.0 um |
| Synth top cells by count | edfxtp_1, a21oi_1, xnor2_1 |
| Final Cell Area | 0.00180 sq mm |
| CTS Hold Buffers Added | 0 |
| Yosys cell types | 30 |
| Number of setup violations in the final report | 0 |
| Clock Pin Slew Worst Setup and Hold Paths | 0.06 ns |
| Final core occ | 34.8% |
| Least-Margin Pin Slew | 0.551 ns |
| Most frequent cell after synthesis | edfxtp_1 |
| Min-delay worst type | register to register |
| WL final | 2930 um |
| Ys cells | 152 |
| Io pins | 2 |
| DIE AREA | slightly below 0.006 sq mm |
| CTS sink count | 29 |
| Static leakage | 0.630 nW |
| Syn. warnings | 1 |
| Final setup skew | 0.00532 ns |
| Row count | 26 |
| Final worst-path cycle share | 42.3% |
| First-pass GRT wire length | 5200 um |
| Fraction of final layout cells sized beyond drive strength 1 | between 10% and 20% |
| Clock Latency Late Sink | 0.28 ns |
| Worst vdd ir | 137 uV |
| Initial Util | 31.7% |
| HPWL Detailed | between 1500 and 2000 um |
| Vias in the first global route | approximately 1000 |
| F_max | approximately 0.45 GHz |
| Ant. Diodes | 0 |
| PwrDens | ~230 mW/mm^2 |
| Status | completed |
| Number of cells produced by synthesis | 152 |
| Pre-CTS WS | between 3 and 4 ns |
| Slowest CP cell | nor4_1 |
| Min Tclk post-route | 2.24 ns |
| Max-Cap Viols | 0 |
| Slew Limit Fails | 0 |
| Type of origin of the critical path | register |
| Max-slew headroom at the worst pin | between 60% and 70% |
| Longest Clk Path Bufs | 2 |
| Largest net degree at the start of global routing | 27 |
| CTS root buf | clkbuf_8 |
| GP Congestion | 0.818 |
| Total track usage | 11.5% |
| DRC | 0 |
| GR Overflow Total | 0 |
| Post-DP Area | ~0.0017 sq mm |
| Register-to-register setup slack | 3.06 ns |
| CP peak stage delay | roughly 0.64 ns |
| Unrepaired setup endpoints after global routing | false |
| Synth Flop Type | edfxtp_1 |
| Post-CTS resize count | 0 |
| Critical path data arrival time | 2.24 ns |
| Tool Warnings | 25 |
| CTS buffer count | 5 |
| Vias | ~1100 |
| DR iter-0 viols | 116 |
| Crit-path max FO | 11 |
| Number of synthesized register bits | 29 |
| Worst setup EP type | register |
| Yosys Chip Area | 0.00164 sq mm |
==> area by class of cell <==
class                   instances  area [sq um]
clock buffers                   5          68.8
clock inverters                 3          12.5
fillers                       510          3370
inverters                       7          26.3
multi-input cells             107           707
flip-flops and latches         29           871
well taps                      70          87.6
repair buffers                  3          25.0
==> where the power goes <==
group / leakage [nW] / switching (mW) / internal (mW)
combinational: 0.249 / 0 / 0
clock: 0.0430 / 0.0795 / 0.0880
sequential: 0.337 / 0 / 0.248
total: 0.630 / 0.0795 / 0.336
==> kinds of logic after synthesis <==
group | count (synthesis) | synth area share [%]
XOR/XNOR | 15 | 8.00
adder cells (fa/ha/maj) | 2 | 1.52
AND-OR/OR-AND | 39 | 14.9
buffers and inverters | 16 | 4.12
flip-flops | 29 | 53.0
AND/OR/NAND/NOR | 51 | 18.4
==> metrics by stage <==
step           hold slack [ns]  instances
2_1_floorplan            0.513        152
3_3_place_gp             0.530        216
3_5_place_dp             0.533        216
4_1_cts                  0.547        224
5_1_grt                  0.554        224
6_report                 0.541        224
==> path summary, 6_finish.rpt <==
kind                                           startpoint                   endpoint  cells after the start
worst max-delay path             counter[0]$_SDFFCE_PP0N_  counter[18]$_SDFFCE_PP0N_                      5
worst min-delay path            BlinkCounter[1]$_DFFE_PP_  BlinkCounter[1]$_DFFE_PP_                      1
worst max register to register   counter[0]$_SDFFCE_PP0N_  counter[18]$_SDFFCE_PP0N_                      5
worst min register to register  BlinkCounter[1]$_DFFE_PP_  BlinkCounter[1]$_DFFE_PP_                      1
==> worst max-delay path, delay by kind of cell (launching register included) <==
family / cells / cell delay (ns)
adder cells (fa/ha/maj): 1 / 0.24
flip-flops: 1 / 0.43
AND-OR/OR-AND: 2 / 0.28
AND/OR/NAND/NOR: 2 / 1.02
==> registers in the layout, indices dropped and copies added, names as in the netlist <==
name,cells
counter,26
BlinkCounter,2
doorOpen,1
==> placed cells by master (no fill, tap or decap), drive strengths merged, types with 2 or more instances in the layout <==
master and n:
xor2 4, edfxtp 29, a21boi 2, nand2 10, nand4 7, nand3 7, or4 5, a22oi 8
clkbuf 5, inv 7, nor4 5, clkinv 3, ha 2, nor2 4, or3 5, a31o 2
o21ai 5, xnor2 11, nor3 6, buf 2, a21oi 16, o31ai 3
==> metal layers <==
| layer | GRT usage [%] | part of all wire (%) | vias up |
|---|---|---|---|
| met5 | 0 | 0 | - |
| met4 | 1.54 | 1.6 | 0 |
| met3 | 2.92 | 4.8 | 7 |
| met2 | 14.6 | 39 | 20 |
| met1 | 20.8 | 54 | 534 |
| li1 | - | - | 585 |
No activity file was given, so power comes from the tool's default toggle rates.
